<file path="flow/config.mk">
export PLATFORM = sky130hd
export DESIGN_NAME = rx_controller
export DESIGN_NICKNAME = rx_controller
export VERILOG_FILES = /design/flow/design.v
export SDC_FILE = /design/flow/constraint.sdc
export NUM_CORES = 4
export LEC_CHECK = 1
export CORE_UTILIZATION = 40
</file>
<file path="flow/constraint.sdc">
current_design rx_controller

set clk_period 4.2
set clk_io_pct 0.2

create_clock -name clk0 -period $clk_period [get_ports {clk}]

set non_clock_inputs [all_inputs -no_clocks]
set_input_delay [expr $clk_period * $clk_io_pct] -clock clk0 $non_clock_inputs
set_output_delay [expr $clk_period * $clk_io_pct] -clock clk0 [all_outputs]
</file>
<file path="flow/design.v">
module rx_controller 
	#(
		parameter CLKS_PER_BIT = 5208
	)
	(
		input						clk,
		input						UART_RXD,
		output	reg [7:0] 	RX_DATA,
		output	reg 			RX_DONE
	);
	parameter IDLE         = 3'b000;
	parameter START = 3'b001;
	parameter DATA = 3'b010;
	parameter STOP 		 = 3'b011;
	parameter CLEANUP      = 3'b100;
	reg [2:0] state = 0;
	reg [15:0] counter = 0;
	reg [2:0]  index = 0;
	always @(posedge clk)
	begin
		case (state)
			IDLE:
				begin
					counter <= 0;
					index <= 0;
					RX_DONE <= 0;
					if (UART_RXD == 1'b0)
						state <= START;
					else
						state <= IDLE;
				end
			START:
				begin
					RX_DONE <= 0;
					if (counter == CLKS_PER_BIT/2)
						begin
							if (UART_RXD == 1'b0)
								begin
									counter <= 0;
									state <= DATA;
								end
							else
								state <= IDLE;
						end
					else
						begin
							counter <= counter + 1;
							state <= START;
						end
				end
			DATA:
				begin
					RX_DONE <= 0;
					if (counter < CLKS_PER_BIT - 1)
					begin
						counter <= counter + 1;
						state <= DATA;
					end
					else
					begin
						counter <= 0;
						RX_DATA[index] <= UART_RXD;
						if (index < 7)
						begin
							index <= index + 1;
							state <= DATA;
						end
						else
						begin
							index <= 0;
							state <= STOP;
						end
					end
				end
			STOP:
				begin
					RX_DONE <= 0;
					if (counter < CLKS_PER_BIT - 1)
					begin
						counter <= counter + 1;
						state <= STOP;
					end
					else
					begin
						counter <= 0;
						state <= CLEANUP;
					end
				end
			CLEANUP:
				begin
					RX_DONE <= 1'b1;
					state <= IDLE;
				end
			default:
				state <= IDLE;
		endcase
	end			
endmodule
</file>
<file path="flow/run.sh">
#!/bin/bash
# OpenROAD 26Q1-2900-gdf79404cd8, Yosys 0.63+post, stock flow scripts
make -C /OpenROAD-flow-scripts/flow DESIGN_CONFIG=/design/flow/config.mk WORK_HOME=/design/flow/orfs finish
</file>
==> run notes <==
yosys + openroad results -> largest net degree at the start of global routing=18, Die Area=4820 sq um, cell family with most CP delay=simple AND/OR/NAND/NOR gates, H-tree levels=2, HP Class=flop to flop, Avg Inst Size Synth=10.7 sq um, num rows=24, GR Util All Layers=15.2%, DR WL met2=1520 microns, Post-CTS Setup Inserts=0, Die X=69.4 microns, clock slew at reported path FFs=60 ps, DP Worst Slack=1730 ps, f_max=402 MHz, Fill cells=384, Sw Share=19.1%, Synth flops=31, Final Worst Setup Slack=1720 ps, CTS tree=built, RSZ-0062 raised after global routing=false, final wirelength=3350 microns, yosys cell count=170, Slew headroom=54.1%, placeable core area=4350 sq um, pwr dens=269 nW/um^2, Final Core Density=47.0%, final hold slack=550 ps, CP endpoint kind=flop, Clk pwr share=39.3%, status=finished clean, root buffer cell=clkbuf_8, Post-synth ARST share=0%, PostCTS Resize Cnt=0, Ant. Diodes=0, DRT antenna net count=0, min Tclk post-route=2480 ps, P_int=0.445 mW, WP data arrival=2480 ps, Commonest Layout Cell=edfxtp_1, vias in the first global route=1246, initial antenna violation count=0, crit path buf inv count=0, max_cap viols=0, Max clock buf depth=2, Top Layer Used=met4, P&R area growth vs syn=12.5%, crit-path cells=or4b_1, or4_4, nand2_1, a22oi_1, final max-slew violation count=0, DR iter-0 viols=82, die span in y=69.4 microns, final period utilization=59.2%, LEAKAGE=0.766 nW, startpoint types=flop, met3 WL=155 microns, OpenROAD warnings=30, DRC=0, via count=1344, Slew @ Worst Pin=685 ps, sequential group share of total power=60.3%, first-pass GRT wire length=5730 microns, number of stages on the worst setup path=4, Reg2Reg Depth=4, routability cong.=0.831, Max stage delay on crit path=560 ps, Port Buffers=10, Latency at later pin=280 ps, CTS buffer count=5, Mapped Area=1820 sq um, # setup viols final=0, combinational group share of total power=0.5%, Pre-Repair DR Iteration Count=4, slowest library cell on the worst path=or4_4, Routed WL per cell=14.2 microns, Yosys chip area=1820 sq um, dpl hpwl=2320 microns, setup TNS=0 ps, Post-Route M1 WL=1600 microns, switching power=0.105 mW, I/O Pins=11, Worst Path Max Fanout=16, Power Total=0.550 mW, number of enable flip-flop cells=28, Sequential Area=901 sq um, Top FF cell, synth=edfxtp_1, layout cells sized above 1=7.07%, total gr overflow=0, CP Data Required Time=4200 ps, CTS sink cnt=31, Synth Warn #=1, worst clock skew=7.68 ps, Top Layout Cells=edfxtp_1 (28), nand2_1 (19), a21oi_1 (17), xor2_1 (12), clkdlybuf4s50_1 (10), Hold Vio Cnt, Final=0, multi-input logic area=872 sq um, Hold Path Cell Cnt=2, Post-CTS Hold Buffers=0, Mapped Cells=170, worst vdd ir=0.174 mV, register area share after synthesis=49.6%, Unique cell types=47, FP Core Util=41.7%, Vias/cell=5.69, critical path class=flop to flop
cells by family after synthesis:
logic type	Yosys count	synth area share, %
AND-OR/OR-AND	39	13.7
XOR/XNOR	14	6.75
adder cells (fa/ha/maj)	7	4.82
buffers and inverters	10	2.41
flip-flops	31	49.6
multiplexers	2	1.24
AND/OR/NAND/NOR	67	21.5
worst paths after layout:
check | start | end | slack (ps)
worst max-delay path | counter[12] | counter[13] | 1720
worst min-delay path | RX_DATA[3] | RX_DATA[3] | 550
worst max register to register | counter[12] | counter[13] | 1720
worst min register to register | RX_DATA[3] | RX_DATA[3] | 550
worst reg2reg max path: cells and delay by family, from the launching register on:
| kind | cells | cell delay (ps) |
|---|---|---|
| compound gates | 1 | 180 |
| flops | 1 | 470 |
| simple gates | 3 | 1550 |
stage by stage:
step / area, sq um / cells
floorplan: 1820 / 170
global placement: 1960 / 228
detailed placement: 1960 / 228
CTS: 2040 / 236
global route: 2040 / 236
finish: 2040 / 236
synth_stat cells, types with 2 or more instances:
library cell | instances | area [sq um]
ha_1 | 7 | 87.6
inv_1 | 5 | 18.8
nand3b_1 | 2 | 15.0
nand4_1 | 3 | 18.8
mux2_2 | 2 | 22.5
dfxtp_1 | 3 | 60.1
and4_1 | 4 | 35.0
edfxtp_1 | 28 | 841
a22o_1 | 2 | 17.5
a22oi_1 | 2 | 15.0
o21ai_0 | 7 | 35.0
nor4_1 | 4 | 25.0
xnor2_1 | 2 | 17.5
nor2_1 | 4 | 15.0
nand3_1 | 9 | 45.0
or3_1 | 3 | 18.8
nand2_1 | 19 | 71.3
nand2b_1 | 3 | 18.8
nor3b_1 | 2 | 15.0
buf_2 | 2 | 10.0
clkbuf_1 | 2 | 7.51
a21oi_1 | 17 | 85.1
xor2_1 | 12 | 105
nor3_1 | 3 | 15.0
power by group through the flow:
stage | Sequential (mW) | Clock (mW) | Combinational [mW]
6_report | 0.331 | 0.216 | 0.00257
5_1_grt | 0.331 | 0.238 | 0.00281
4_1_cts | 0.331 | 0.223 | 0.00257
registers in the layout, indices dropped and copies added, names as in the netlist:
signal	count
RX_DATA	8
RX_DONE	1
counter	16
index	3
state	3
metal layers:
metal	up-vias	GRT usage (%)
met4	0	2.95
met1	628	23.8
met2	32	23.0
met5	-	0
li1	676	-
met3	8	3.39
final cells by class:
| class | instances | area share (%) |
|---|---|---|
| clock buffer | 6 | 3.55 |
| clock inverter | 2 | 0.367 |
| inverter | 5 | 0.918 |
| multi-input combinational | 129 | 42.7 |
| sequential | 31 | 44.1 |
| tap | 52 | 3.18 |
| timing repair buffer | 11 | 5.26 |
No activity file was given, so power comes from the tool's default toggle rates.
