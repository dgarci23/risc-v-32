## flow/config.mk

```make
export PLATFORM = sky130hd
export DESIGN_NAME = io
export DESIGN_NICKNAME = io
export VERILOG_FILES = /design/flow/design.v
export SDC_FILE = /design/flow/constraint.sdc
export NUM_CORES = 4
export LEC_CHECK = 1
export CORE_UTILIZATION = 40
```

## flow/constraint.sdc

```tcl
current_design io

set clk_period 10.2
set clk_io_pct 0.2

create_clock -name clk0 -period $clk_period [get_ports {clk}]

set non_clock_inputs [all_inputs -no_clocks]
set_input_delay [expr $clk_period * $clk_io_pct] -clock clk0 $non_clock_inputs
set_output_delay [expr $clk_period * $clk_io_pct] -clock clk0 [all_outputs]
```

## flow/design.v

```verilog
module io
#(
	parameter IO_SIZE = 2,
	parameter IO_DEPTH = 32
)
(
	input	clk,
	output	[IO_DEPTH-1:0]	seven_seg_out,
	output	[IO_DEPTH-1:0] led_out,
	input	[IO_DEPTH-1:0] sw_in,
	input	[31:0] io_addr,
	input	[IO_DEPTH-1:0] io_data_in,
	output	[IO_DEPTH-1:0] io_data_out,
	input	io_w_en
);
reg [IO_DEPTH-1:0] seven_seg;
reg [IO_DEPTH-1:0] led;
always @(posedge clk)
begin
	if (io_w_en && io_addr == 32)
		seven_seg <= io_data_in;
	if (io_w_en && io_addr == 36)
		led <= io_data_in;
end
seven_segment seven_segment_0 (
	.in(seven_seg[3:0]),
	.out(seven_seg_out[6:0])
);
seven_segment seven_segment_1 (
	.in(seven_seg[7:4]),
	.out(seven_seg_out[13:7])
);
seven_segment seven_segment_2 (
	.in(seven_seg[11:8]),
	.out(seven_seg_out[20:14])
);
seven_segment seven_segment_3 (
	.in(seven_seg[15:12]),
	.out(seven_seg_out[27:21])
);
assign led_out = led;
assign io_data_out = sw_in;
endmodule
module seven_segment (
        input [3:0] in,
        output reg [6:0] out
        );
        always @(*) begin
                case (in)
                        4'h0: out = 7'b1000000;
                        4'h1: out = 7'b1111001;
                        4'h2: out = 7'b0100100;
                        4'h3: out = 7'b0110000;
                        4'h4: out = 7'b0011001;
                        4'h5: out = 7'b0010010;
                        4'h6: out = 7'b0000010;
                        4'h7: out = 7'b1111000;
                        4'h8: out = 7'b0000000;
                        4'h9: out = 7'b0010000;
                        4'ha: out = 7'b0001000;
                        4'hb: out = 7'b0000011;
                        4'hc: out = 7'b1000110;
                        4'hd: out = 7'b0100001;
                        4'he: out = 7'b0000110;
                        4'hf: out = 7'b0001110;
                endcase
        end
endmodule
```

## flow/run.sh

```bash
#!/bin/bash
# OpenROAD 26Q1-2900-gdf79404cd8, Yosys 0.63+post, stock flow scripts
make -C /OpenROAD-flow-scripts/flow DESIGN_CONFIG=/design/flow/config.mk WORK_HOME=/design/flow/orfs finish
```

==> results.txt <==
fraction of final layout cells with drive strength greater than 1: 11.81%
overall power consumption: 0.6256 mW
tool warning count: 43
average routed wire per standard cell: 14.79 um
number of buffers inserted by post-CTS setup repair: 0
launch point of the worst reg-to-reg path: seven_seg[12]
x dimension of the die: 96.42 um
power density of the placed cells: 126.8 mW/mm2
clk root buf: sky130_fd_sc_hd__clkbuf_8
all-layer global routing usage: 16.02%
number of buffers inserted for hold repair after clock tree synthesis: 0
Antenna Nets Post-Route: 0
Post-route DRC: 0
kind of end point of the critical path: flop
vias after detailed routing: 2284
number of global-route vias before repair: 2119
cell-by-cell trace of the critical path: clkdlybuf4s50_1 -> nor4b_1 -> nand4_1 -> nor3_4 -> buf_4 -> mux2i_1 -> inv_1 -> ha_1 -> mux4_2
post-synthesis cell type with the largest combined area: sky130_fd_sc_hd__edfxtp_1
Yosys warning total: 6
arrival time of the worst setup path: 5.27 ns
post-synthesis chip area from yosys: 0.003566 mm2
number of flops mapped to enable cells by yosys: 48
final-layout setup total negative slack: 0 ns
clock edge transition at the registers on the reported setup and hold paths: 0.08 ns
max incr delay on CP: 0.57 ns
cell type of the slowest stage on the worst timing path: sky130_fd_sc_hd__mux2i_1
cell area after technology mapping: 0.003566 mm2
RSZ-0062 raised after global routing: false
first-pass detailed-route iteration total: 4
buffers added on ports: 125
Netlist cell types: 41
Async S/R FF share, synth: 0%
TritonCTS clock tree: built
Core Area: 0.008678 mm2
maximum ir drop on the vdd rail: 66.20 uV
Seq share, synth: 56.14%
most common cell in the netlist: sky130_fd_sc_hd__edfxtp_1
I/O pin count: 194
Post-Syn Instances: 259
cell area after placement: 0.004688 mm2
synthesis-stage register bit count: 76
worst-case clock skew: 0.006590 ns
final hold violation count: 0
Pleak: 1.834 nW
number of cells on the worst reg-to-reg path: 4
main flop type: sky130_fd_sc_hd__edfxtp_1
total number of placement rows: 34
capture point of the worst path: seven_segment_3.out[3]
outcome: complete, no violations
r2r setup slk: 8.30 ns
total of endpoints with negative setup slack in the final report: 0
mean area per synthesized cell: 13.77 um2
CTS max path bufs: 2
count of H-tree levels built during CTS: 3
pin slew with the least headroom to its limit: 0.8876 ns
achievable frequency: 198.1 MHz
residual overflow from global routing: 0
routability-driven placement congestion ratio: 0.8357
path class of the lowest-slack min-delay path: reg2reg
reg-to-reg endpoint: seven_segment_3.out[3]
top cells, area: sky130_fd_sc_hd__edfxtp_1, sky130_fd_sc_hd__dfxtp_1, sky130_fd_sc_hd__ha_1
Top cell area share: 40.42%
starting density of the core: 41.09%
pin count of the biggest net entering global routing: 34
number of CTS-inserted buffers: 9
ratio of routed vias to standard cells: 4.839
post-layout instance area: 0.004932 mm2
antenna violations before repair: 0
number of instances resized during post-cts repair: 0
startpoint of the worst setup timing path: io_addr[28]
required time of the critical path: 10.43 ns
# diodes: 0
worst slew margin relative to its limit: 39.13%
Detail Placement HPWL: 5.049 mm
Final Max Tran Viols: 0
Total Routed Length: 6.983 mm
most frequent cells after synthesis: sky130_fd_sc_hd__edfxtp_1, sky130_fd_sc_hd__buf_4, sky130_fd_sc_hd__dfxtp_1, sky130_fd_sc_hd__mux2i_1, sky130_fd_sc_hd__ha_1
startpoint types: input pin
count of instantiated cells in the yosys netlist: 259
drt initial violations: 45
number of maximum-capacitance constraint violations: 0
Die Y: 96.42 um
worst-skew pair later-pin latency: 0.35 ns
maximum fanout encountered on the critical timing path: 33
Area Overhead vs Synth: 38.32%
wire length of the first global-routing pass: 10.68 mm
kind of critical path: in2reg
fraction of the core area covered by cells at the end of the flow: 56.83%
Tmin final: 5.047 ns
Tcrit/Tclk final: 49.48%
TritonCTS sink count: 76
total die size: 0.009297 mm2
## metrics by stage
step	instances	hold WS, ns	setup WS (ns)
after floorplan	262	0.6111	5.020
after global placement	456	0.6468	4.817
after detailed placement	456	0.6651	4.829
after CTS	472	0.6685	5.170
after global routing	472	0.6892	4.867
final	472	0.6661	5.153
## worst max-delay path, delay by kind of cell
kind / cells / cell delay, ns
simple gates: 3 / 0.85
mux: 2 / 1.04
fa+ha+maj: 1 / 0.29
buf+inv: 3 / 1.02
## power by group
group	leakage [nW]	internal [mW]	switching, mW
combinational	1.05	0.0226	0.00704
clock	0.121	0.159	0.111
sequential	0.665	0.326	0.0000000000447
## routing by layer
layer	global-route usage [%]	up-vias	part of all wire, %	wire (um)
met1	26.60	1074	48	3354
met5	0	-	0	0
li1	-	1113	-	-
met3	4.773	10	7.2	501
met2	22.28	87	43	2986
met4	2.819	0	2.0	142
## logic make-up after synthesis
family	Yosys count	share of synthesized area, %
adders and majority gates	22	7.719
AOI/OAI and AO/OA	27	6.000
DFF	76	56.14
buffers and inverters	60	10.95
and+or+nand+nor	33	6.421
xor gates and xnor gates	4	0.9824
other	1	0.1052
muxes	36	11.68
## worst min-delay path by stage
stage,depth (start not counted),startpoint,slack [ns],endpoint
after CTS,2,seven_seg[1],0.67,seven_segment_0.out[6]
after global routing,2,seven_seg[1],0.69,seven_segment_0.out[6]
final,2,seven_seg[1],0.67,seven_segment_0.out[6]
## placed cells by master, fill, tap and decap left out, drive strengths merged, types with 6 or more instances in the layout
cell / synthesis / routed
dfxtp: 28 / 28
nand2: 6 / 6
mux2i: 27 / 27
ha: 22 / 22
nor4: 6 / 6
mux2: 6 / 6
inv: 15 / 15
clkbuf: 0 / 11
clkdlybuf4s50: 0 / 125
o22ai: 8 / 8
buf: 45 / 6
edfxtp: 48 / 48
## area by class of cell
cell class,instances,area (um2)
clock buffers,11,162.7
clock inverters,5,81.33
fillers,714,3746
inverters,15,58.81
multi-input cells,126,1196
flip-flops and latches,76,2002
well taps,108,135.1
repair buffers,131,1296
## state kept, by name, summed over array words and instances, names as in the netlist
| name | cells |
|---|---|
| led | 32 |
| seven_seg | 16 |
| seven_segment_0.out | 7 |
| seven_segment_1.out | 7 |
| seven_segment_2.out | 7 |
| seven_segment_3.out | 7 |
Power and IR drop assume default switching activity.
